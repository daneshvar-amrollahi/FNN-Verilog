### flow/config.mk
export PLATFORM = sky130hd
export DESIGN_NAME = MUX_INP
export DESIGN_NICKNAME = MUX_INP
export VERILOG_FILES = /design/flow/design.v
export SDC_FILE = /design/flow/constraint.sdc
export NUM_CORES = 4
export LEC_CHECK = 1
export CORE_AREA = 10 10 473 473
export DIE_AREA = 0 0 483 483
### flow/constraint.sdc
current_design MUX_INP

set clk_period 1.0
set clk_io_pct 0.2

create_clock -name clk0 -period $clk_period

set non_clock_inputs [all_inputs -no_clocks]
set_input_delay [expr $clk_period * $clk_io_pct] -clock clk0 $non_clock_inputs
set_output_delay [expr $clk_period * $clk_io_pct] -clock clk0 [all_outputs]
### flow/design.v
module MUX_INP(
    sel_inp,
    sel_reg,
    inp,
    reg_h,
    out
);
    input sel_inp, sel_reg;
    input [62 * 8 - 1:0] inp;
    input [30 * 8 - 1:0] reg_h;
    output reg[62 * 8 - 1:0] out;
    always @(*)
    begin
        if (sel_inp)
            out = inp;
        else
        if (sel_reg)
            out = {256'b0 ,reg_h};
        else
            out = 496'bZ;
    end
endmodule
### flow/run.sh
#!/bin/bash
# OpenROAD 26Q1-2900-gdf79404cd8, Yosys 0.63+post, stock flow scripts
make -C /OpenROAD-flow-scripts/flow DESIGN_CONFIG=/design/flow/config.mk WORK_HOME=/design/flow/orfs finish
==> summary.txt <==
Physical design

The post-cts hold buffer count stands at 0. The final reports fail on negative setup slack. The count of warnings emitted by yosys stands at 2. The total of buffers placed on input and output ports stands at 1233. The number of rows created at floorplan stands at 169. The floorplan core area stands at 213000 um2.

The slew at the pin closest to its max-slew limit stands at approximately 0.46 ns. Per the OpenROAD floorplan log, the height of the die is 483 um. The layout overhead on the synthesized area stands at 356%. The relative max-transition margin stands at 69.0%. The most critical min-delay path falls under input pin to output pin.

According to the cell report, flip-flops and latches in the layout number 0. The initial detailed-routing violation count stands at a little under 500. For reference, the most critical setup path is categorized as input pin to output pin. The detail route stage leaves a number of antenna-violating nets equal to 0. The post-detailed-route wirelength per cell stands at 46.1 um. Per the gpl log, the routability congestion estimate is ~0.97. The maximum clock frequency stands at 0.585 GHz. Setup repair after global routing could not meet its margin everywhere. The first global-routing pass estimated 243 mm of wire. The count of final hold-check violations stands at 0.

The initial standard-cell utilization of the core stands at roughly 2.5%. According to the I/O placement log, the pin count is 1234. Per the final layout report, the fraction of cells sized above drive strength 1 comes to 46.5%. The average cell area after synthesis stands at 9.81 um2. The count of vias placed by the detailed router stands at about 12000. Per the run summary, max-cap violations total 0. Yosys reports a chip area of between 5000 and 6000 um2. The report lists the power per cell area as roughly 460 nW/um2. The total number of warnings across the stage logs stands at 36. TritonRoute reported its final design rule violation total as 0. The data arrival time of the critical path stands at 1.51 ns. The highest supply drop recorded on VDD is 165 uV. Summing every instance area after synthesis gives between 5000 and 6000 um2. The number of global-route vias before repair came to 11000. For this design, Yosys synthesis ends with a cell count of around 550.

The detailed-route vias per instance stands at 2.52. The detailed placer reported the number of placed instances as about 4600. Per the layout report, the design carries 24200 filler cells. The sequential standard cell area stands at 0 um2. The endpoint required time on the critical path stands at about 0.80 ns. Summed over all layers, the routed wires come to between 200 and 250 mm. For reference, the final report shows the max-slew violation count at 0.

The distinct cell type count after synthesis stands at 7. The worst setup margin stands at -0.709 ns. In this run the full chip footprint comes out at about 230000 um2. The half-perimeter wire length of the detailed placement result stands at ~210 mm. In the finished layout, the clock tree contains a buffer count of 0.

The synthesized instance count stands at around 550. After layout, the minimum clock period comes to 1.71 ns. The leakage component of the power stands at approximately 11 nW. The remaining global-route overflow stands at 0. The worst setup path is launched from an input pin. The iteration count recorded for the first detailed-route pass is 4.

The run finished, with violations left. The largest net degree at the start of global routing stands at 76. In this run the horizontal extent of the chip is 483 um. The last timing report of the flow puts the setup violation total at 496.

The period utilization stands at 171%. STA classifies the critical path endpoint as an output pin. The final design utilization stands at 11.6%. The global-route total usage across every layer stands at 18.0%. The number of antenna violations at the first check in global routing stands at 364. For this run, the register share of the synthesized area comes to 0%.

The largest fanout on the critical path stands at 1. For this run, the number of standard cells in the final layout without fillers is roughly 4800.
==> power breakdown <==
group,total [mW],internal [mW],switching (mW)
sequential,0,0,0
clock,0.00000859,0.00000859,0
combinational,11.2,7.03,4.20
==> what timing repair did <==
item | 4_1_cts | 5_1_grt
gates cloned | 6 | 23
buffers inserted | 21 | 85
pin swaps | 0 | 5
endpoints found under the setup margin | 496 | 496
resized | 331 | 608
==> layout by cell type, fill, tap and decap left out <==
master,count
sky130_fd_sc_hd__clkdlybuf4s50_1,725
sky130_fd_sc_hd__buf_4,157
sky130_fd_sc_hd__mux2_4,209
sky130_fd_sc_hd__dlygate4sd2_1,11
sky130_fd_sc_hd__buf_12,165
sky130_fd_sc_hd__buf_8,19
sky130_fd_sc_hd__dlymetal6s2s_1,92
sky130_fd_sc_hd__clkdlybuf4s15_2,9
sky130_fd_sc_hd__and2_2,1
sky130_fd_sc_hd__diode_2,69
sky130_fd_sc_hd__mux2_2,31
sky130_fd_sc_hd__buf_2,30
sky130_fd_sc_hd__clkbuf_2,86
sky130_fd_sc_hd__and2_1,190
sky130_fd_sc_hd__buf_16,13
sky130_fd_sc_hd__buf_6,82
sky130_fd_sc_hd__clkbuf_16,18
sky130_fd_sc_hd__and2_4,65
==> per-stage QoR <==
step / setup TNS, ns / area [um2] / hold slack [ns] / worst slack, ns / total power [mW]
2_1_floorplan: -16.72 / 5580 / 0.477 / -0.0881 / 1.77
3_3_place_gp: -342.71 / 22500 / 0.968 / -0.943 / 10.6
3_5_place_dp: -346.82 / 22500 / 0.968 / -0.966 / 10.6
4_1_cts: -283.86 / 22900 / 1.07 / -0.769 / 10.8
5_1_grt: -228.44 / 24600 / 0.736 / -0.710 / 12.0
6_report: -212.18 / 24600 / 0.722 / -0.709 / 11.2
==> metal layers <==
layer  GRT usage, %  routed length (um)  part of all wire (%)
met5              0                 318                  0.14
met4           3.32                6980                   3.2
met3           14.4               40200                    18
met2           29.8              103000                    47
met1           17.5               70600                    32
==> cell usage after synthesis (all sizes together) <==
master	count	area share, %
buf	34	5.7
mux2	240	63
clkbuf	21	1.9
and2	256	30
==> cells by family (layout without fill, tap and decap cells) <==
kind of cell	count (synthesis)	count (layout)	synth area share, %
buffers and inverters	55	1407	7.61
and+or+nand+nor	256	256	29.6
muxes	240	240	62.8
other	0	69	0
==> final timing paths <==
path / from / end / slack, ns / cells past startpoint
max: reg_h[59] / out[59] / -0.71 / 3
min: inp[267] / out[267] / 0.72 / 3
==> worst max-delay path, cell delays in order <==
cell and delay, ns:
sky130_fd_sc_hd__clkdlybuf4s50_1 0.56, sky130_fd_sc_hd__mux2_4 0.33, sky130_fd_sc_hd__clkdlybuf4s50_1 0.41
==> area by class of cell <==
class / instances / area, um2 / area share [%]
repair buffers: 1407 / 15700 / 63.7
well taps: 2821 / 3530 / 14.3
multi-input cells: 496 / 5250 / 21.3
diodes: 69 / 173 / 0.701
Power figures rest on the tool's default switching activity, not on a simulated workload.
